==> design/flow/run.sh <==
#!/bin/bash
# OpenROAD 26Q1-2900-gdf79404cd8, Yosys 0.63+post, stock flow scripts
make -C /OpenROAD-flow-scripts/flow DESIGN_CONFIG=/design/flow/config.mk WORK_HOME=/design/flow/orfs finish
==> design/flow/config.mk <==
export PLATFORM = sky130hd
export DESIGN_NAME = HD63701_BIRAM
export DESIGN_NICKNAME = HD63701_BIRAM
export VERILOG_FILES = /design/flow/design.v
export SDC_FILE = /design/flow/constraint.sdc
export NUM_CORES = 4
export LEC_CHECK = 1
export CORE_UTILIZATION = 50
==> design/flow/constraint.sdc <==
current_design HD63701_BIRAM

set clk_period 15.2
set clk_io_pct 0.2

create_clock -name clk0 -period $clk_period [get_ports {mcu_clx2}]

set non_clock_inputs [all_inputs -no_clocks]
set_input_delay [expr $clk_period * $clk_io_pct] -clock clk0 $non_clock_inputs
set_output_delay [expr $clk_period * $clk_io_pct] -clock clk0 [all_outputs]
==> design/flow/design.v <==
module HD63701V0_M6
(
 input 	       CLKx2,  
 input 	       RST,  
 input 	       NMI,  
 input 	       IRQ,  
 output        RW,  
 output [15:0] AD,  
 output [7:0]  DO,  
 input [7:0]   DI,  
 input [7:0]   PI4,  
 input [7:0]   PI1,  
 output [7:0]  PO1,  
 input [4:0]   PI2,  
 output [7:0]  PO2   
);
assign PO2 = te?{PO2I[7:5],txd,PO2I[3:0]}:PO2I;      
wire [7:0] 	  PO2I;
wire [15:0] ADI;
wire [7:0] PO3;   
wire [7:0] PO4;   
assign AD = (PO2I[7:5] == 3'b111)?{ PO4, PO3 }:ADI;  
wire		  en_biram;
wire [7:0] biramd;
HD63701_BIRAM biram( CLKx2, ADI, RW, DO, en_biram, biramd );
wire		  en_biio;
wire [7:0] biiod;
HD63701_IOPort iopt( RST, CLKx2, ADI, RW, DO, en_biio, biiod, PI1, PI2, DI, PI4, PO1, PO2I, PO3, PO4 );
wire		  irq2_sci;
wire		  txd;
wire		  te;
wire		  en_bisci;
wire [7:0] biscid;
HD63701_SCI sci( RST, CLKx2, ADI, RW, DO, PI2[3], txd, te, irq2_sci, en_bisci, biscid );
wire		  irq2_tim;
wire		  en_bitim;
wire [7:0] bitimd;
HD63701_Timer timer( RST, CLKx2, ADI, RW, DO, irq2_tim, en_bitim, bitimd );
wire [7:0] biddi;
HD63701_BIDSEL bidsel
(
 biddi,
 en_birom, biromd,
 en_biram, biramd,
 en_biio , biiod, 
 en_bisci, biscid,
 en_bitim, bitimd,
 DI
 );
HD63701_Core core
  (
   .CLKx2(CLKx2),.RST(RST),
   .NMI(NMI),.IRQ(IRQ),.IRQ2_TIM(irq2_tim),.IRQ2_SCI(irq2_sci),
   .RW(RW),.AD(ADI),.DO(DO),.DI(biddi)
   );
endmodule
module HD63701_BIDSEL 
(
 output [7:0] o,
 input 	      e0, input [7:0] d0,
 input 	      e1, input [7:0] d1,
 input 	      e2, input [7:0] d2,
 input 	      e3, input [7:0] d3,
 input 	      e4, input [7:0] d4,
 input [7:0]  dx
);
assign o = e0 ? d0 :
	   e1 ? d1 :
	   e2 ? d2 :
	   e3 ? d3 :
	   e4 ? d4 :
	   dx;
endmodule
module HD63701_BIRAM
(
 input 		  mcu_clx2,
 input [15:0] 	  mcu_ad,
 input 		  mcu_wr,
 input [7:0] 	  mcu_do,
 output 	  en_biram,
 output reg [7:0] biramd
);
assign en_biram = (mcu_ad[15: 7]==9'b000000001);	 
wire [6:0] biad = mcu_ad[6:0];
	reg [7:0] bimem[0:255];
always @( posedge mcu_clx2 ) begin
	if (en_biram & mcu_wr) bimem[biad] <= mcu_do;
	else biramd <= bimem[biad];
end
endmodule
module HD63701_IOPort
(
 input 		  mcu_rst,
 input 		  mcu_clx2,
 input [15:0] 	  mcu_ad,
 input 		  mcu_wr,
 input [7:0] 	  mcu_do,
 output 	  en_io,
 output [7:0] 	  iod,
 input [7:0] 	  PI1,
 input [4:0] 	  PI2,
 input [7:0] 	  PI3,
 input [7:0] 	  PI4,
 output [7:0] 	  PO1,
 output [7:0] 	  PO2,
 output [7:0] 	  PO3,
 output [7:0] 	  PO4
);
   assign PO1 = (~DDR1) | PO1R;
   assign PO2 = ({3'b000, ~DDR2}) | PO2R;
   assign PO3 = (~DDR3) | PO3R;
   assign PO4 = (~DDR4) | PO4R;
   reg [7:0] 	  DDR1;
   reg [4:0] 	  DDR2;
   reg [7:0] 	  DDR3;
   reg [7:0] 	  DDR4;
   reg [7:0] 	  PO1R;   
   reg [7:0] 	  PO2R;
   reg [7:0] 	  PO3R;   
   reg [7:0] 	  PO4R;
always @( posedge mcu_clx2 or posedge mcu_rst ) begin
   if (mcu_rst) begin
      DDR1 <= 8'h00;
      DDR2 <= 5'h00;      
      DDR3 <= 8'h00;
      DDR4 <= 8'h00;      
      PO2R[7:5] <= PI2[2:0];
   end
   else begin
      if (mcu_wr) begin
	 if (mcu_ad==16'h0) DDR1 <= mcu_do;
	 if (mcu_ad==16'h1) DDR2 <= mcu_do[4:0];
	 if (mcu_ad==16'h2) PO1R <= mcu_do;
	 if (mcu_ad==16'h3) PO2R[4:0] <= mcu_do[4:0];
	 if (mcu_ad==16'h4) DDR3 <= mcu_do;
	 if (mcu_ad==16'h5) DDR4 <= mcu_do;
	 if (mcu_ad==16'h6) PO3R <= mcu_do;
	 if (mcu_ad==16'h7) PO4R <= mcu_do;
      end
   end
end  
assign en_io = (mcu_ad[15:3] == 13'h0);
assign iod = 
	     (mcu_ad==16'h0) ? DDR1 : 
	     (mcu_ad==16'h1) ? {3'hF,DDR2} : 
	     (mcu_ad==16'h2) ? PI1 : 
	     (mcu_ad==16'h3) ? {3'hF,PI2}:
	     (mcu_ad==16'h4) ? DDR3 : 
	     (mcu_ad==16'h5) ? DDR4 : 
	     (mcu_ad==16'h6) ? PI3 :
	     PI4;
endmodule
module HD63701_SCI
(
 input 	      mcu_rst,
 input 	      mcu_clx2,
 input [15:0] mcu_ad,
 input 	      mcu_wr,
 input [7:0]  mcu_do,
 input 	      rx,
 output reg   tx,
 output       te,
 output       mcu_irq2_sci,
 output       en_sci,
 output [7:0] iod
);
   reg [7:0]  RMCR;    
   reg [7:0]  TRCSR;   
   reg [7:0]  RDR;     
   reg [7:0]  TDR;     
   reg 	      RDRF;    
   reg 	      TDRE;    
   reg 	      ORFE;    
   reg 	      last_rx;
   reg [8:0]  rxsr;    
   reg [7:0]  rxcnt;   
   reg [11:0] txcnt;   
   reg [8:0]  txsr;
   reg        clr_rd;
   reg        clr_td;
   always @( posedge mcu_clx2 or posedge mcu_rst ) begin
      if (mcu_rst) begin
	 RMCR  <= 8'h00;
	 TRCSR <= 8'h00;
	 RDR   <= 8'h00;
	 TDR   <= 8'h00;
	 TDRE  <= 1'b1;
	 RDRF  <= 1'b0;
	 ORFE  <= 1'b0;
	 clr_rd <= 1'b0;
	 clr_td <= 1'b0;
	 last_rx <= 1'b1;
	 rxcnt <= 8'h00;
	 txcnt <= 12'h000;
	 rxsr <= 9'h1ff;
	 txsr <= 9'h000;
	 tx <= 1'b1;
      end
      else begin
	 if(en_sci && !mcu_wr) begin
	    if (mcu_ad==16'h11) {clr_rd, clr_td} <= 2'b11;
	    if (mcu_ad==16'h12 && clr_rd) begin
	        RDRF <= 1'b0;
	        ORFE <= 1'b0;
	        clr_rd <= 1'b0;
	    end
	 end
	 if(re) begin
	    last_rx <= rx;
	    rxcnt <= rxcnt + 1;	 
	    if((rxsr == 9'h1ff) && last_rx && !rx)
	       rxcnt <= 8'h00;	    
	    if(rxcnt == 8'd128) begin
	       rxsr <= { rx, rxsr[8:1] };
	       if(rxsr[0] == 1'b0) begin
		  if(rx == 1'b1) begin
		     rxsr <= 9'h1ff;
		     if (RDRF == 1'b1) ORFE <= 1'b1;  
		     else RDR <= rxsr[8:1];
		     RDRF <= 1'b1;
		     clr_rd <= 1'b0;
		  end else begin
		     ORFE <= 1'b1;
		     RDR <= rxsr[8:1];
		  end
	       end
	    end
	 end
	 if (mcu_wr) begin
	    if (mcu_ad==16'h10) RMCR <= mcu_do;
	    if (mcu_ad==16'h11) TRCSR <= mcu_do;
	    if (mcu_ad==16'h13) begin
	       if (clr_td) begin
	         TDRE <= 1'b0;
	         clr_td <= 1'b0;
	       end
	       TDR <= mcu_do;
	    end
	 end
	 txcnt <= txcnt + 1;
	 if(txcnt == 12'haff) txcnt <= 12'h000;
	 if(txcnt[7:0] == 8'hff) begin
	    if((txsr == 9'h000) && !TDRE && txcnt == 12'haff) begin
	       TDRE <= 1'b1;
	       txcnt <= 12'h000;         
	       txsr <= { 1'b1, TDR };  
	       tx <= 1'b0;	       
	       clr_td <= 1'b0;
	    end
	    if(txsr != 9'h000) begin
	       tx <= txsr[0];
	       txsr <= { 1'b0, txsr[8:1] };
	    end
	 end
      end
   end
   wire [7:0] TRCSR_O = { RDRF, ORFE, TDRE, TRCSR[4:1], 1'b0 };
   wire       wu = TRCSR[0];    
   assign     te = TRCSR[1];    
   wire       tie = TRCSR[2];   
   wire       re = TRCSR[3];    
   wire       rie = TRCSR[4];   
   assign mcu_irq2_sci = (rie && (RDRF | ORFE)) || (tie && TDRE); 
   assign en_sci = (mcu_ad[15:2] == 14'h004);
   assign iod = (mcu_ad==16'h10) ? RMCR :
		(mcu_ad==16'h11) ? TRCSR_O :
		(mcu_ad==16'h12) ? RDR :
		TDR;
endmodule
module HD63701_Timer
(
	input			 mcu_rst,
	input			 mcu_clx2,
	input [15:0] mcu_ad,
	input 		 mcu_wr,
	input  [7:0] mcu_do,
	output       mcu_irq3_tim,
	output		 en_timer,
	output [7:0] timerd
);
reg		  oci1,oci2;  
reg [7:0]  tcr1, tcr2;  
reg [15:0] ocr1, icr;  
reg [15:0] ocr2;  
reg [16:0] frc;  
reg  [7:0] frt;  
reg  [7:0] rmc;  
reg        tofi;  
always @( posedge mcu_clx2 or posedge mcu_rst ) begin
	if (mcu_rst) begin
		tcr1 <= 0;
		tcr2 <= 8'h10; 
		ocr1 <= 16'hFFFF;
		icr <= 16'h0000;
		frc <= 0;
		frt <= 0;
		rmc <= 8'hF8;  
		ocr2<= 16'hFFFF;  
	end
	else begin 
		frc <= frc+1;
		if (mcu_wr) begin
			case (mcu_ad)
                16'h08: tcr1 <= mcu_do[4:0]; 			
				16'h09: frt <= mcu_do;
				16'h0A: frc <= {frt,mcu_do,1'h0};  
				16'h0B: ocr1[15:8] <= mcu_do;
				16'h0C: ocr1[ 7:0] <= mcu_do;
				16'h0D: icr[15:8] <= mcu_do;
				16'h0E: icr[ 7:0] <= mcu_do;
				16'h0F: tcr2 <= mcu_do[3:0];				
				16'h14: rmc <= mcu_do;
				16'h19: ocr2[15:8] <= mcu_do;
				16'h1A: ocr2[ 7:0] <= mcu_do;
				default:;
			endcase
		end
	end
end
always @( negedge mcu_clx2 or posedge mcu_rst ) begin
	if (mcu_rst) begin
		oci1 <= 1'b0;  
		oci2 <= 1'b0;  
		tofi <= 1'b0;  
	end
	else begin
	if(frc[16:1]==16'h0) tofi <= 1'b1;  
		case (mcu_ad)
		    16'h08: tofi <= 1'b0;
			16'h0B: oci1 <= 1'b0;
			16'h0C: oci1 <= 1'b0;
			16'h19: oci2 <= 1'b0;
			16'h1A: oci2 <= 1'b0;
			default: 
			     begin
			         if (frc[16:1]==ocr1) oci1 <= 1'b1;
			         if (frc[16:1]==ocr2) oci2 <= 1'b1;
			     end
		endcase
	end
end
assign mcu_irq3_tim  = (oci1 & tcr1[3]) | (oci2 & tcr2[3])  | (tofi & tcr1[2]);
assign en_timer = 
        ((mcu_ad>=16'h8)&(mcu_ad<=16'hF))|
        (mcu_ad==16'h14) |
        (mcu_ad==16'h19) |
        (mcu_ad==16'h1A)
        ;
assign   timerd = (mcu_ad==16'h08) ? {1'b0,oci1,tofi,tcr1[4:0]}:
		  (mcu_ad==16'h09) ? frc[16:9] :
		  (mcu_ad==16'h0A) ? frc[ 8:1] :
		  (mcu_ad==16'h0B) ? ocr1[15:8] :
		  (mcu_ad==16'h0C) ? ocr1[ 7:0] :
		  (mcu_ad==16'h0D) ? icr[15:8] :
		  (mcu_ad==16'h0E) ? icr[ 7:0] :
		  (mcu_ad==16'h0F) ? {1'b0,oci1,oci2,1'b0,tcr2[3:0]}:		  
		  (mcu_ad==16'h14) ? rmc :
          (mcu_ad==16'h19) ? ocr2[15:8] :
          (mcu_ad==16'h1A) ? ocr1[ 7:0] :
           8'h0	  
		  ;
endmodule
==> results.toml <==
# physical design summary
[outcome]
outcome = "finished, final reports clean"

[drt]
drc = 0
antenna_cells = 0
num_vias = 19470
drtIter0Drc = 1309
drt-total-wl_um = 98790
antenna_left = 0
avgRoutedWirePerCell_um = 31.16
firstDrtPassIters = 5
viasPerCell = 6.141

[synth]
netlist_instances = 1942
synth_seq_share = 0.7652
postSynthAreaPerCell_um2 = 20.85
ys_cells = 1942
numSynthFlops = 1032
synth_warnings = 3
synth_area_um2 = 40500
ys_area_um2 = 40500
yosys-top-cells-area = "edfxtp_1 (77%), mux4_2 (12%), mux2i_1 (2.3%)"
top_area_frac = 0.7652
yosys_most_used_dff = "edfxtp_1"
largest_area_cell = "edfxtp_1"
async_flop_share = 0
edf_count = 1032
synth_cell_types = 55

[floorplan]
rows = 104
die_h_um = 286.6
coreArea_um2 = 80290
die_width_um = 286.6
dieArea_um2 = 82140
fp-utilization = 0.5044
ios = 35

[grt]
grt_pass1_wl_um = 143900
grt_antenna_before_repair = 1
grt_pass1_vias = 21250
overflow = 0
track_usage = 0.2788
grt_start_max_net_pins = 68

[clock_network]
cts_resized = 0
hold_buffers = 0
cts_tree = "done"
clk_pin_slew_ps = 60
cts-root-buf = "clkbuf_16"
cts_sinks = 1032
cts_buffers = 104
cts.path.max_buffers = 3
insertion_delay_ps = 660
htreeDepth = 3
post_cts_buffers = 0

[setup_path]
worst_path_dominant_cell_family = "buffers and inverters"
crit_top_cell = "clkdlybuf4s50_1"
r2r_start = "bimem[108][0]"
path_class = "in -> out"
max_stage_delay_ps = 560
cp-start-kind = "input pin"
timing.critical_path.buf_inv = 2
worstPathCellList = "clkdlybuf4s50_1, nor4_1, and3_1, clkdlybuf4s50_1"
cp_max_fo = 2
slowest_stage = "clkdlybuf4s50_1"
r2r.worst_path.cells = 5
arrival_ps = 4620
r2r-end = "biramd[0]"
worstPathRequired_ps = 12160
critPathCaptureType = "output pin"
reg2reg_slack_ps = 12770

[final_layout]
syn_to_final_growth_pct = 11.71
fin_area_um2 = 45240
drive_above_1_share = 0.2085
n_fill_cell = 5815
fin_util = 0.5635

[min_path]
min_to = "biramd[7]"
hp-class = "reg -> reg"
min_from = "bimem[34][7]"
hold_depth = 4

[final_timing]
finalHoldViolCount = 0
worstMarginPinSlew_ps = 1043
finalCritPeriodShare = 0.5038
finalSetupViolations = 0
slew_headroom = 0.3020
slew_viol_final = 0
hold_ws_ps = 959.3
fmax_ghz = 0.1306
fin_crit_ps = 7658
setup_tns_ps = 0
rsz0062_at_grt = "no"
fin_skew_ps = 25.40

[placed_design]
placed_area_um2 = 41740
place.gp.congestion = 0.9232
hpwl_um = 62240
port_buffers = 34

[power]
power_density_nw_per_um2 = 132.6
irDropWorstVdd_v = 0.00009127
p_leak_nw = 14.20

[run]
tool_warnings = 26
cap_violations = 0
tightest hold or removal path, delay by kind of cell (launching register included):
kind	cells	cell delay (ps)
AOI/OAI and AO/OA	2	400
DFF	1	320
and+or+nand+nor	1	60
muxes	1	60
registers in the layout (all words and copies together) (netlist names):
signal / cells
bimem: 1024
biramd: 8
final cells by class:
cell class                 instances  area [um^2]  share of cell area
sequential                      1032        30990              0.6850
multi-input combinational        794         8677              0.1918
clock buffer                     123         2759             0.06098
tap                             1060         1326             0.02931
clock inverter                    68        740.7             0.01637
timing repair buffer              88        732.0             0.01618
inverter                           5        18.77           0.0004148
through the flow:
stage	total power, W	setup slack, ps	cells
after global routing	0.006168	7358	3170
after global placement	0.003471	7412	2979
after detailed placement	0.003473	7473	2979
after floorplan	0.003349	8673	1942
after CTS	0.006051	7474	3170
final	0.005999	7542	3170
report_power, final:
| part | total (W) | leakage (nW) | internal, W | switching [W] |
|---|---|---|---|---|
| clock | 0.00259 | 1.70 | 0.00155 | 0.00104 |
| sequential | 0.00314 | 9.28 | 0.00313 | 0.00000566 |
| combinational | 0.000272 | 3.22 | 0.0000947 | 0.000177 |
| total | 0.00600 | 14.2 | 0.00478 | 0.00122 |
layer usage:
layer / vias up / wire [um] / global-route usage
li1: 8249 / - / -
met3: 160 / 16750 / 0.2037
met2: 1142 / 46430 / 0.3910
met1: 9915 / 32410 / 0.3829
met4: 2 / 3180 / 0.06631
met5: - / 12 / 0
kinds of logic (layout without fill, tap and decap cells):
family | Yosys count | after routing | synth area share
buffers and inverters | 116 | 284 | 0.02057
multiplexers | 329 | 329 | 0.1535
AND/OR/NAND/NOR | 338 | 338 | 0.03596
AND-OR/OR-AND | 127 | 127 | 0.02475
flip-flops | 1032 | 1032 | 0.7652
synthesized netlist by cell type (all sizes together) (8+ instances only):
library cell  count
a21oi            14
a211oi           16
mux2              8
a2111oi           8
a211o            10
mux2i            94
nand4             9
a221oi            9
o22ai             9
nand3            15
edfxtp         1032
buf              86
mux4            227
nor2            148
a22oi            11
clkbuf           24
nor2b            23
a32oi            10
nand2           111
cells in the final DEF (no fill, tap or decap), drive strengths merged, types with 9 or more instances in the layout:
master and count:
edfxtp 1032, mux4 227, nor2 148, clkbuf 123
nand2 111, mux2i 94, buf 66, clkinv 46
nor2b 23, clkdlybuf4s50 22, a211oi 16, nand3 15
bufinv 15, a21oi 14, a22oi 11, a211o 10
a32oi 10, o22ai 9, a221oi 9, nand4 9
worst max path at each step:
stage | startpoint | end | cells past startpoint
6_report | mcu_ad[15] | en_biram | 4
5_1_grt | mcu_ad[15] | en_biram | 4
4_1_cts | mcu_ad[15] | en_biram | 4
Power figures rest on the tool's default switching activity, not on a simulated workload.
